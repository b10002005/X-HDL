<file path="/design/flow/run.sh">
#!/bin/bash
# OpenROAD 26Q1-2900-gdf79404cd8, Yosys 0.63+post, stock flow scripts
make -C /OpenROAD-flow-scripts/flow DESIGN_CONFIG=/design/flow/config.mk WORK_HOME=/design/flow/orfs finish
</file>
<file path="/design/flow/constraint.sdc">
current_design VGA_Timing

set clk_period 1.2
set clk_io_pct 0.2

create_clock -name clk0 -period $clk_period [get_ports {CLK_50M}]

set non_clock_inputs [all_inputs -no_clocks]
set_input_delay [expr $clk_period * $clk_io_pct] -clock clk0 $non_clock_inputs
set_output_delay [expr $clk_period * $clk_io_pct] -clock clk0 [all_outputs]
</file>
<file path="/design/flow/config.mk">
export PLATFORM = sky130hd
export DESIGN_NAME = VGA_Timing
export DESIGN_NICKNAME = VGA_Timing
export VERILOG_FILES = /design/flow/design.v
export SDC_FILE = /design/flow/constraint.sdc
export NUM_CORES = 4
export LEC_CHECK = 1
export CORE_AREA = 10 10 90 90
export DIE_AREA = 0 0 100 100
</file>
<file path="/design/flow/design.v">
module VGA_Timing(CLK_50M, FPGA_nRST, VGA_VS, VGA_HS, VS_Count, HS_Count, Data_valid);
	input  CLK_50M, FPGA_nRST;
	output reg VGA_VS, VGA_HS;
	output reg [9:0] HS_Count;
	output reg [9:0] VS_Count;
	output wire Data_valid;
	reg CLK_25M;
	reg [1:0]CLK_cnt;
	parameter H_Visible_area 	= 640	;
	parameter H_Front_proch 	= 16	;
	parameter H_Sync_pulse 		= 96	;
	parameter H_Back_porch 		= 48	;
	parameter H_Whole_line 		= 800	;
	parameter H1 = H_Sync_pulse;
	parameter H2 = H_Sync_pulse + H_Back_porch;
	parameter H3 = H_Sync_pulse + H_Back_porch + H_Visible_area;
	parameter H4 =	H_Sync_pulse + H_Back_porch + H_Visible_area + H_Front_proch;
	parameter V_Visible_area 	= 480	;
	parameter V_Front_proch 	= 10	;
	parameter V_Sync_pulse 		= 2	;
	parameter V_Back_porch 		= 33	;
	parameter V_Whole_frame		= 525	;
	parameter V1 = V_Sync_pulse;
	parameter V2 = V_Sync_pulse + V_Back_porch;
	parameter V3 = V_Sync_pulse + V_Back_porch + V_Visible_area;
	parameter V4 =	V_Sync_pulse + V_Back_porch + V_Visible_area + V_Front_proch;	
	always @(posedge CLK_50M or negedge FPGA_nRST)
	begin
		if(!FPGA_nRST)
			CLK_cnt<=0;
		else if(CLK_cnt==1)
			CLK_cnt<=0;
		else 
			CLK_cnt<=CLK_cnt+1;
	end
	always @(posedge CLK_50M or negedge FPGA_nRST)
	begin
		if(!FPGA_nRST)
			CLK_25M<=0;
		else if(CLK_cnt==1)
			CLK_25M<=0;
		else 
			CLK_25M<=1;		
	end	
	always @(posedge CLK_25M or negedge FPGA_nRST)
	begin	
		if(!FPGA_nRST)
			HS_Count<=0;
		else if(HS_Count==H_Whole_line-1)
			HS_Count<=0;
		else 
			HS_Count<=HS_Count+1;
	end
	always @(posedge CLK_25M or negedge FPGA_nRST)
	begin	
		if(!FPGA_nRST)
			VS_Count<=0;
		else if(VS_Count==V_Whole_frame-1 && HS_Count==H_Whole_line-1)
			VS_Count<=0;
		else if(HS_Count==H_Whole_line-1) 
			VS_Count<=VS_Count+1;
	end
	always @(posedge CLK_25M or negedge FPGA_nRST)
	begin	
		if(!FPGA_nRST)
			VGA_HS<=0;
		else if(HS_Count<H_Sync_pulse)
			VGA_HS<=0;
		else 
			VGA_HS<=1;
	end
	always @(posedge CLK_25M or negedge FPGA_nRST)
	begin	
		if(!FPGA_nRST)
			VGA_VS<=0;
		else if(VS_Count<V_Sync_pulse)
			VGA_VS<=0;
		else 
			VGA_VS<=1;
	end	
	assign Data_valid = (HS_Count >= H2) && (HS_Count < H3)
							&&(VS_Count >= V2) && (VS_Count < V3);
endmodule
</file>
==> results.json <==
{
  "slowest_stage": "dfrtp_1",
  "num_rows": 29,
  "grt_start_max_net_pins": 23,
  "wl_mm": 2.75,
  "max_freq_ghz": 1.63,
  "period_needed_ps": 615,
  "yosys_cells": 121,
  "crit_required_ps": 1300,
  "syn_avg_cell_area_sq_um": 10.3,
  "worst_slew_margin_rel": 0.380,
  "top_area_frac": 0.500,
  "cts_max_level": 1,
  "hold_violations": 0,
  "yosys.area.top_type": "dfrtp_1",
  "critPathLaunchType": "register",
  "drc_errors": 0,
  "maxCapViolations": 0,
  "io_pins": 25,
  "hpwlAfterDp_mm": 2.09,
  "post_cts_buffers": 0,
  "cts_tree": "built",
  "path_cells": "nand2b_1",
  "area_growth_pct": 29.1,
  "ys_seq_frac": 0.500,
  "cts-resized-gates": 0,
  "unclocked_pins": 22,
  "critical_path_arrival_ps": 710,
  "grt_pass1_wl_mm": 4.55,
  "cts_made_buffers": 3,
  "wl_per_cell_microns": 12.3,
  "final_area_sq_mm": 0.00162,
  "die_h_microns": 100,
  "synthArstFlopShare": 1.00,
  "yosysWarnings": 1,
  "core_util_floorplan": 0.199,
  "path_class": "register to register",
  "ys.flops": 25,
  "p_clk_frac": 0.700,
  "slowest_delay_ps": 370,
  "clk_pin_slew_ps": 30,
  "dpl_cell_area_sq_mm": 0.00157,
  "hold_buffers": 0,
  "max-vdd-ir-drop_mv": 0.827,
  "flop_cell": "dfrtp_1",
  "path_buffers": 0,
  "drt_pass1_iterations": 4,
  "path_max_fanout": 2,
  "cts_root_buffer": "clkbuf_8",
  "grt_pass1_vias": 897,
  "edf_count": 0,
  "rsz0062_at_grt": "false",
  "die_w_microns": 100,
  "ant_nets": 0,
  "worstMarginPinSlew_ps": 923,
  "ys_types": 38,
  "power_density_mw_per_mm2": 252,
  "hold_path.class": "primary input to asynchronous set/reset pin",
  "synthCells": 121,
  "diodes": 0,
  "lay_top_count": "dfrtp_1",
  "intPower_uw": 332,
  "synth.cell_area_sq_mm": 0.00125,
  "swShare": 0.184,
  "p_comb_frac": 0.052,
  "min_period_over_period": 0.512,
  "core_sq_mm": 0.00628,
  "routed_via_density": 4.22,
  "grt.total_usage": 0.0535,
  "cp_top_family": "flip-flops",
  "drive_gt1_frac": 0.0479,
  "switching_power_uw": 75.0,
  "endpoint_kind": "register",
  "outcome": "complete, no violations",
  "warnings": 28,
  "die_area_sq_mm": 0.0100,
  "drtIter0Drc": 35,
  "maxSlewViolCount": 0,
  "layout_top_cells": "dfrtp_1 (25), clkdlybuf4s50_1 (24), inv_1 (9), nand3_1 (9)",
  "clk_latency_ps": 210,
  "clock_path_buffers": 2,
  "antenna_found_initial": 0,
  "port-buffer-count": 24,
  "power_leakage_nw": 0.689,
  "gp_congestion": 0.804,
  "fin_setup_tns_ps": 0,
  "p_seq_frac": 0.249,
  "skew_ps": 0.749,
  "yosys-top-cells-area": "dfrtp_1 (50%), xnor2_1 (4.2%), ha_1 (4.0%)",
  "untimed_endpoints": 45,
  "gr-total-overflow": 0,
  "vias": 942,
  "ys_area_sq_mm": 0.00125,
  "setup_viol_count_final": 0
}
==> final timing paths <==
| kind | from | endpoint | slack (ps) | cells after the start |
|---|---|---|---|---|
| worst max-delay path | CLK_cnt[1]$_DFF_PN0_ | CLK_25M$_DFF_PN0_ | 590 | 1 |
| worst min-delay path | FPGA_nRST | CLK_cnt[1]$_DFF_PN0_ | 220 | 1 |
| worst max register to register | CLK_cnt[1]$_DFF_PN0_ | CLK_25M$_DFF_PN0_ | 590 | 1 |
| worst min register to register | CLK_cnt[0]$_DFF_PN0_ | CLK_cnt[0]$_DFF_PN0_ | 450 | 1 |
| max in group asynchronous | FPGA_nRST | CLK_cnt[0]$_DFF_PN0_ | 830 | 1 |
| min in group clk0 | CLK_cnt[0]$_DFF_PN0_ | CLK_cnt[0]$_DFF_PN0_ | 450 | 1 |
==> power groups by stage <==
stage	Clock, mW	Combinational (mW)	Sequential [mW]
4_1_cts	0.294	0.0228	0.101
5_1_grt	0.304	0.0252	0.101
6_report	0.285	0.0210	0.101
==> metrics by stage <==
stage | std cells | total power [mW] | hold slack, ps | worst slack, ps | util
detailed placement | 219 | 0.125 | 446 | 588 | 0.250
global route | 223 | 0.430 | 228 | 548 | 0.257
CTS | 223 | 0.418 | 222 | 581 | 0.257
global placement | 219 | 0.125 | 431 | 606 | 0.250
finish | 223 | 0.407 | 221 | 585 | 0.257
floorplan | 121 | 0.102 | -55.6 | 616 | -
==> cell type report <==
type	count	area, sq um
Inverter	9	33.8
Clock buffer	4	45.0
Timing Repair Buffer	25	248
Sequential cell	25	626
Tap cell	77	96.3
Multi-Input combinational cell	83	567
Fill cell	662	4660
==> registers in the layout (all words and copies together), names as in the netlist <==
name,cells
VGA_HS,1
HS_Count,10
CLK_25M,1
CLK_cnt,2
VGA_VS,1
VS_Count,10
==> cell usage after synthesis, types with 2 or more instances <==
| master | number |
|---|---|
| nor2_1 | 8 |
| ha_1 | 4 |
| dfrtp_1 | 25 |
| or4_1 | 3 |
| and3_1 | 3 |
| clkbuf_2 | 2 |
| xnor2_1 | 6 |
| nand2b_1 | 2 |
| a21oi_1 | 5 |
| nand3_1 | 9 |
| o21ai_0 | 4 |
| or3_1 | 2 |
| nand4_1 | 2 |
| inv_1 | 9 |
| nand2_1 | 8 |
| xor2_1 | 5 |
| nor4_1 | 2 |
| buf_4 | 2 |
==> cells by family after synthesis <==
logic type | count (synthesis) | synth area share
flops | 25 | 0.500
fa+ha+maj | 4 | 0.0400
xor+xnor | 11 | 0.0770
buf+inv | 13 | 0.0470
simple gates | 50 | 0.242
compound gates | 18 | 0.0940
==> per-layer routing <==
metal	wire [microns]	part of all wire	global-route usage	vias up
li1	-	-	-	477
met1	1360	0.49	0.0778	448
met2	1260	0.46	0.0841	15
met3	105	0.038	0.00902	2
met4	23	0.0084	0.00652	0
met5	0	0	0	-
No activity file was given, so power comes from the tool's default toggle rates.
