[/design/flow/config.mk]
export PLATFORM = sky130hd
export DESIGN_NAME = Seven_SEG
export DESIGN_NICKNAME = Seven_SEG
export VERILOG_FILES = /design/flow/design.v
export SDC_FILE = /design/flow/constraint.sdc
export NUM_CORES = 4
export LEC_CHECK = 1
export CORE_AREA = 10 10 86 86
export DIE_AREA = 0 0 96 96
[/design/flow/constraint.sdc]
current_design Seven_SEG

set clk_period 3.1
set clk_io_pct 0.2

create_clock -name clk0 -period $clk_period [get_ports {CLK_1K}]

set non_clock_inputs [all_inputs -no_clocks]
set_input_delay [expr $clk_period * $clk_io_pct] -clock clk0 $non_clock_inputs
set_output_delay [expr $clk_period * $clk_io_pct] -clock clk0 [all_outputs]
[/design/flow/design.v]
module Seven_SEG (FPGA_nRST, CLK_1K, Hide, Number, Dot, SEG_HEX, SEG_SEG);
	input FPGA_nRST, CLK_1K;
	input [5:0] Hide, Dot;
	input [23:0] Number;
	output reg [5:0] SEG_HEX;
	output reg [7:0] SEG_SEG;
	reg [2:0] Scan_count;
	reg [3:0] Number_buffer;
	always @(posedge CLK_1K or negedge FPGA_nRST) begin
		if (!FPGA_nRST)
			Scan_count <= 0;
		else if (Scan_count==5)
			Scan_count <= 0;
		else
			Scan_count <= Scan_count + 1'b1;
	end
	always @(Scan_count or FPGA_nRST) begin
		if (!FPGA_nRST)
			SEG_HEX = 6'b111111;
		else
			case (Scan_count)
				0:		SEG_HEX = 6'b111110;
				1:		SEG_HEX = 6'b111101;
				2:		SEG_HEX = 6'b111011;
				3:		SEG_HEX = 6'b110111;
				4:		SEG_HEX = 6'b101111;
				5:		SEG_HEX = 6'b011111;				
			default:	SEG_HEX = 6'b111111;
			endcase
	end
	always @(Scan_count) begin
		case (Scan_count)
			0:		Number_buffer = Number[3:0];
			1:		Number_buffer = Number[7:4];
			2:		Number_buffer = Number[11:8];
			3:		Number_buffer = Number[15:12];
			4:		Number_buffer = Number[19:16];
			5:		Number_buffer = Number[23:20];		
		default:	Number_buffer = 4'bxxxx;
		endcase
	end
	always @(*) begin
		if (Hide[Scan_count]==1)
			SEG_SEG = 8'hff;
		else
			case (Number_buffer)
				4'h0:		SEG_SEG = {Dot[Scan_count], 7'b100_0000};
				4'h1:		SEG_SEG = {Dot[Scan_count], 7'b111_1001};
				4'h2:		SEG_SEG = {Dot[Scan_count], 7'b010_0100};
				4'h3:		SEG_SEG = {Dot[Scan_count], 7'b011_0000};
				4'h4:		SEG_SEG = {Dot[Scan_count], 7'b001_1001};
				4'h5:		SEG_SEG = {Dot[Scan_count], 7'b001_0010};
				4'h6:		SEG_SEG = {Dot[Scan_count], 7'b000_0010};
				4'h7:		SEG_SEG = {Dot[Scan_count], 7'b111_1000};
				4'h8:		SEG_SEG = {Dot[Scan_count], 7'b000_0000};
				4'h9:		SEG_SEG = {Dot[Scan_count], 7'b001_1000};
				4'ha:		SEG_SEG = {Dot[Scan_count], 7'b000_1000};
				4'hb:		SEG_SEG = {Dot[Scan_count], 7'b000_0011};
				4'hc:		SEG_SEG = {Dot[Scan_count], 7'b100_0110};
				4'hd:		SEG_SEG = {Dot[Scan_count], 7'b010_0001};
				4'he:		SEG_SEG = {Dot[Scan_count], 7'b000_0110};
				4'hf:		SEG_SEG = {Dot[Scan_count], 7'b000_1110};
			default:		SEG_SEG = 8'hff;
			endcase
	end
endmodule
[/design/flow/run.sh]
#!/bin/bash
# OpenROAD 26Q1-2900-gdf79404cd8, Yosys 0.63+post, stock flow scripts
make -C /OpenROAD-flow-scripts/flow DESIGN_CONFIG=/design/flow/config.mk WORK_HOME=/design/flow/orfs finish
==> impl_metrics.ini <==
; physical design summary
[yosys]
muxShareOfSynthArea_pct = 13.9
yosys.cell_types.count = 44
async_flop_share_pct = 100
ff_type = dfrtp_1
ys.warnings.count = 1
ys_sh_xor_pct = 0
topCellsByArea = dfrtp_1, nand2_1, mux2_2
synthTopLogicFamily = AND-OR/OR-AND gates
yosys_cells = 100
postSynthSeqShare_pct = 9.48
netlist_area_um2 = 792
synth-simple-area-share_pct = 22.9
top_cell_area_share_pct = 9.48
yosysTopAreaCell = dfrtp_1
ys_area_um2 = 792
ys.flops = 3
postSynthAreaPerCell_um2 = 7.92
synthCells = 100
adder_share_pct = 3.16
aoi_share_pct = 41.5
synth-edff-count = 0

[finish]
final_cell_count_no_fill = 247
syn2layout_area_growth_pct = 117
reg_top3 = Scan_count: 3 flops
regArea_um2 = 75.1
largest_reg_flops = 3
num-fill-cells = 573
logic_area_um2 = 786
lay_top_count = clkdlybuf4s50_1
regMostFlops = Scan_count
layout-drive-gt1-share_pct = 40.6
lay_top_cells = clkdlybuf4s50_1, buf_4, nand2_1

[place]
placed_cells = 238
port_buffers = 51
dp_hpwl_mm = 2.76
gp_congestion = 0.802
pre_cts_ws_ns = -0.317

[worst_setup_path]
endpoint_kind = output pin
max_stage_delay_ns = 0.45
cp_data_arrival_time_ns = 2.36
rrSetupSlack_ns = 1.83
cpMaxStageDelayCell = clkdlybuf4s50_1
worstPathCellList = clkdlybuf4s50_1 > mux2i_1 > a211oi_2 > o31ai_4 > buf_6 > buf_4 > o31a_1 > o311ai_2 > clkbuf_2
cp.required_ns = 2.48
reg2reg_from = Scan_count[0]
crit_type = in2out
startpoint = Number[21]
endpoint = SEG_SEG[0]
cp-start-kind = primary input
cp_max_fo = 4
r2r-end = Scan_count[2]
rr_worst_depth = 4

[global_routing]
grt_first_pass_wirelength_mm = 5.29
grt_max_degree = 12
gr-total-overflow = 0
antenna_found_initial = 0
track_usage_pct = 7.13
grt_pass1_vias = 1089

[clocking]
tritoncts = built
cts_buffers = 3
clockBufferDepth = 2
ctsHoldBuffers = 0
clk_pin_slew_worst_paths_ns = 0.03
clock-root-buffer = clkbuf_8
cts_htree_levels = 1
clock.latency.late_pin_ns = 0.21
cts_sinks = 3

[floorplanning]
dieArea_um2 = 9220
ios = 52
die_w_um = 96
coreArea_um2 = 5540
fp_util_pct = 14.3
die_y_um = 96
rows = 27

[power]
cellLeakagePower_nw = 0.678
ir_drop_mv = 0.105
powerDensity_nw_per_um2 = 164

[detailed_routing]
diodes = 0
ant_nets = 0
viasPerCell = 4.28
post-route-drc-count = 0
drt_iter0_drc = 55
dr_total_vias = 1057
routed_wl_mm = 3.48
dr.pass1.iters = 4
wl_per_cell_um = 14.1

[timing]
slew_viol_final = 0
min_period_ns = 2.98
worstMarginPinSlew_ns = 0.353
hold_violations = 0
setup_viol = 0
relSlewSlack_pct = 76.4
layout_setup_ws_ns = 0.120
period_used_pct = 96.1
fin_skew_ns = 0.000547
fmax_mhz = 336

[outcome]
status = complete, no violations

[flow_run]
warning_count = 27
drv_cap = 0

[worst_hold_path]
hold_path.class = in2async
final cells by class:
class / count / area share, %
clock buffers: 4 / 2.62
repair buffers: 79 / 41.5
well taps: 72 / 5.23
multi-input cells: 86 / 45.6
flip-flops and latches: 3 / 4.36
inverters: 3 / 0.654
per-stage QoR:
step	hold WS (ns)	setup TNS (ns)	instance area [um^2]	util, %	total power, W
floorplan	0.324	0	792	-	0.0000801
global placement	0.657	-1.66	1510	27.3	0.000156
detailed placement	0.665	-1.81	1510	27.3	0.000157
CTS	0.630	-0.243	1660	30.0	0.000278
global route	0.649	-0.0188	1720	31.1	0.000298
finish	0.633	0	1720	31.1	0.000282
power breakdown:
group | leakage [nW] | switching, W | internal (W)
Combinational | 0.613 | 0.0000417 | 0.0000877
Sequential | 0.0426 | 0 | 0.0000394
Clock | 0.0228 | 0.0000252 | 0.0000877
Total | 0.678 | 0.0000669 | 0.000215
timing repair:
| item | CTS | global route |
|---|---|---|
| pin swaps | 9 | 8 |
| setup endpoints to repair | 7 | 6 |
| buffers inserted | 3 | 3 |
| cloned | 1 | 0 |
| gates resized | 19 | 21 |
cells in the mapped netlist (3+ instances only):
library cell / count
clkbuf_1: 3
nor2b_1: 5
dfrtp_1: 3
nor2_1: 4
buf_2: 3
buf_6: 3
a21oi_1: 6
nand2_1: 13
a22oi_1: 4
a211oi_1: 5
mux2_2: 4
o21ai_1: 3
worst min-delay path by stage:
| stage | startpoint | end | slack (ns) | cells past startpoint |
|---|---|---|---|---|
| finish | FPGA_nRST | Scan_count[0] | 0.63 | 1 |
| CTS | FPGA_nRST | Scan_count[0] | 0.63 | 1 |
| global route | FPGA_nRST | Scan_count[0] | 0.65 | 1 |
routing by layer:
layer / up-vias / track usage, % / wire length (um)
met5: - / 0 / 0
li1: 541 / - / -
met4: 0 / 0.491 / 7
met2: 34 / 11.4 / 1640
met1: 480 / 9.70 / 1600
met3: 2 / 2.12 / 233
critical path, delay by kind of cell:
family | cells | cell delay [ns]
buffers and inverters | 4 | 0.84
multiplexers | 1 | 0.08
AND-OR/OR-AND | 4 | 0.82
kinds of logic after synthesis:
family,after synthesis
simple gates,34
buf+inv,12
fa+ha+maj,2
compound gates,41
mux,8
flops,3
No activity file was given, so power comes from the tool's default toggle rates.
