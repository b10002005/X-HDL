$ cat ./run.sh
#!/bin/bash
# OpenROAD 26Q1-2900-gdf79404cd8, Yosys 0.63+post, stock flow scripts
make -C /OpenROAD-flow-scripts/flow DESIGN_CONFIG=/design/flow/config.mk WORK_HOME=/design/flow/orfs finish
$ cat ./design.v
module Async_Receiver(clk, RxD, RxD_data_ready, RxD_data, RxD_endofpacket, RxD_idle);
	input clk, RxD;
	output RxD_data_ready;  
	output [7:0] RxD_data;
	parameter ClkFrequency = 50000000; 
	parameter Baud = 115200;
	output RxD_endofpacket;  
	output RxD_idle; 
	parameter Baud8 = Baud*8;
	parameter Baud8GeneratorAccWidth = 16;
	parameter Baud8GeneratorInc = ((Baud8<<(Baud8GeneratorAccWidth-7))+(ClkFrequency>>8))/(ClkFrequency>>7);
	reg [Baud8GeneratorAccWidth:0] Baud8GeneratorAcc;
	always @(posedge clk)
	begin
		Baud8GeneratorAcc <= Baud8GeneratorAcc[Baud8GeneratorAccWidth-1:0] + Baud8GeneratorInc;
	end
	wire Baud8Tick = Baud8GeneratorAcc[Baud8GeneratorAccWidth];
	reg [1:0] RxD_sync_inv;
	always @(posedge clk) 
	begin
		if(Baud8Tick) RxD_sync_inv <= {RxD_sync_inv[0], ~RxD};
	end
	reg [1:0] RxD_cnt_inv;
	reg RxD_bit_inv;
	always @(posedge clk)
	begin
	if(Baud8Tick)
		begin
			if( RxD_sync_inv[1] && RxD_cnt_inv!=2'b11) 
				RxD_cnt_inv <= RxD_cnt_inv + 1;
			else if(~RxD_sync_inv[1] && RxD_cnt_inv!=2'b00) 
				RxD_cnt_inv <= RxD_cnt_inv - 1;
			if(RxD_cnt_inv==2'b00) 
				RxD_bit_inv <= 0;
			else if(RxD_cnt_inv==2'b11) 
				RxD_bit_inv <= 1;
		end
	end
	reg [3:0] state;
	reg [3:0] bit_spacing;
	wire next_bit = (bit_spacing==10);
	always @(posedge clk)
	begin
		if(state==0)
		  bit_spacing <= 0;
		else if(Baud8Tick)
		  bit_spacing <= {bit_spacing[2:0] + 1} | {bit_spacing[3], 3'b000};
	end
	always @(posedge clk)
	begin
	if(Baud8Tick)
		case(state)
			4'b0000: if(RxD_bit_inv) state <= 4'b1000; 
			4'b1000: if(next_bit) state <= 4'b1001;  
			4'b1001: if(next_bit) state <= 4'b1010;  
			4'b1010: if(next_bit) state <= 4'b1011;  
			4'b1011: if(next_bit) state <= 4'b1100;  
			4'b1100: if(next_bit) state <= 4'b1101;  
			4'b1101: if(next_bit) state <= 4'b1110;  
			4'b1110: if(next_bit) state <= 4'b1111;  
			4'b1111: if(next_bit) state <= 4'b0001; 
			4'b0001: if(next_bit) state <= 4'b0000; 
			default: state <= 4'b0000;
		endcase
	end
	reg [7:0] RxD_data;
	always @(posedge clk)
	begin
		if(Baud8Tick && next_bit && state[3])
			RxD_data <= {~RxD_bit_inv, RxD_data[7:1]};
	end
	reg RxD_data_ready, RxD_data_error;
	always @(posedge clk)
	begin
	  RxD_data_ready <= (Baud8Tick && next_bit && state==4'b0001 && ~RxD_bit_inv);
	  RxD_data_error <= (Baud8Tick && next_bit && state==4'b0001 &&  RxD_bit_inv);
	end
	reg [4:0] gap_count;
	always @(posedge clk) 
	begin
		if (state!=0) 
			gap_count<=0; 
		else if(Baud8Tick & ~gap_count[4]) 
			gap_count <= gap_count + 1;
	end
	assign RxD_idle = gap_count[4];
	reg RxD_endofpacket; 
	always @(posedge clk) 
	begin
		RxD_endofpacket <= Baud8Tick & (gap_count==15);
	end
endmodule
module Async_Transmitter(clk, TxD_start, TxD_data, TxD, TxD_busy);
    input clk, TxD_start;
    input [7:0] TxD_data;
    output TxD, TxD_busy;
    parameter ClkFrequency = 50000000; 
    parameter Baud = 115200;
    parameter BaudGeneratorAccWidth = 16;
    parameter BaudGeneratorInc = ((Baud<<(BaudGeneratorAccWidth-4))+(ClkFrequency>>5))/(ClkFrequency>>4);
    reg [BaudGeneratorAccWidth:0] BaudGeneratorAcc;
    wire BaudTick = BaudGeneratorAcc[BaudGeneratorAccWidth];
    wire TxD_busy;
    always @(posedge clk) 
    begin
        if(TxD_busy) BaudGeneratorAcc <= BaudGeneratorAcc[BaudGeneratorAccWidth-1:0] + BaudGeneratorInc;
    end
    reg [3:0] state;
    assign TxD_busy = (state!=0);
    always @(posedge clk)
    begin
        case(state)
            4'b0000: if(TxD_start) state <= 4'b0100;
            4'b0100: if(BaudTick) state <= 4'b1000;  
            4'b1000: if(BaudTick) state <= 4'b1001;  
            4'b1001: if(BaudTick) state <= 4'b1010;  
            4'b1010: if(BaudTick) state <= 4'b1011;  
            4'b1011: if(BaudTick) state <= 4'b1100;  
            4'b1100: if(BaudTick) state <= 4'b1101;  
            4'b1101: if(BaudTick) state <= 4'b1110;  
            4'b1110: if(BaudTick) state <= 4'b1111;  
            4'b1111: if(BaudTick) state <= 4'b0001;  
            4'b0001: if(BaudTick) state <= 4'b0010;  
            4'b0010: if(BaudTick) state <= 4'b0000; 
            default: if(BaudTick) state <= 4'b0000;
        endcase
    end
    reg muxbit;
    always @(state[2:0] or TxD_data)
    begin
        case(state[2:0])
            0: muxbit <= TxD_data[0];
            1: muxbit <= TxD_data[1];
            2: muxbit <= TxD_data[2];
            3: muxbit <= TxD_data[3];
            4: muxbit <= TxD_data[4];
            5: muxbit <= TxD_data[5];
            6: muxbit <= TxD_data[6];
            7: muxbit <= TxD_data[7];
        endcase
    end
    reg TxD;
    always @(posedge clk) 
    begin
        TxD <= (state<4) | (state[3] & muxbit); 
    end
endmodule
module UART (CLK_50M, FPGA_nRST, UART_TX, UART_RX, UART_RTS, UART_CTS,BTN,R_Data,Data_ready);
    input  CLK_50M, FPGA_nRST;
    input  UART_RX, UART_CTS; 
    output UART_TX, UART_RTS;
    input BTN; 
    output [7:0]R_Data;
    output Data_ready;
    wire TxD_start;
    wire TxD_busy;  
    reg [7:0]TxD_data;
	wire    RxD_endofpacket,RxD_idle; 
	wire BufFull;
    assign TxD_start = BTN;
    always @(posedge CLK_50M or negedge FPGA_nRST)
    begin
        if(!FPGA_nRST)
            TxD_data<=8'h20;
        else if(TxD_busy==0) begin
            TxD_data<=8'h30;
        end 
    end
	Async_Transmitter   u0(
        .clk(CLK_50M),
        .TxD_start(TxD_start), 
        .TxD_data(TxD_data),
        .TxD(UART_TX),
        .TxD_busy(TxD_busy)
    );
	Async_Receiver      u1(
        .clk(CLK_50M),
        .RxD(UART_RX),
        .RxD_data_ready(Data_ready),
        .RxD_data(R_Data),
        .RxD_endofpacket(RxD_endofpacket),
        .RxD_idle(RxD_idle)
    );
endmodule
$ cat ./constraint.sdc
current_design UART

set clk_period 3.0
set clk_io_pct 0.2

create_clock -name clk0 -period $clk_period [get_ports {CLK_50M}]

set non_clock_inputs [all_inputs -no_clocks]
set_input_delay [expr $clk_period * $clk_io_pct] -clock clk0 $non_clock_inputs
set_output_delay [expr $clk_period * $clk_io_pct] -clock clk0 [all_outputs]
$ cat ./config.mk
export PLATFORM = sky130hd
export DESIGN_NAME = UART
export DESIGN_NICKNAME = UART
export VERILOG_FILES = /design/flow/design.v
export SDC_FILE = /design/flow/constraint.sdc
export NUM_CORES = 4
export LEC_CHECK = 1
export CORE_UTILIZATION = 40
==> summary.txt <==
flow finished, numbers: area share, top type 44.4%, Max VDD drop 0.350 mV, critical path arrival 1990 ps, post-synth tally of flip-flops with integrated enable 38, placed wire-length estimate 2220 µm, OpenROAD warning count 28, power density relative to cell area 720 nW/µm², internal reg-to-reg setup slack 1070 ps, wire length of the first global-routing pass 6310 µm, number of endpoints with negative hold slack in the final report 0, share of synthesized area occupied by flip-flops and latches 60.9%, class of the most critical hold timing path in -> async, async set-reset flop share out of synthesis 1.69%, Rows 28, final core occ 48.9%, non-filler instance count after layout 313, top routing layer in use met4, Die Ht 82.2 µm, instance count after placement with tap cells included 297, flip-flop and latch count after synthesis 59, initial antenna violation count 0, number of cells traversed by the worst register-to-register path 3, Area growth, synth to finish 15.2%, Most common reg cell edfxtp_1, worst hold slack 414 ps, highest net fanout along the worst path 6, timing startpoint of the critical path u1.state[1]$_DFFE_PP_, slew of the pin with the lowest slew margin 904 ps, GRT Resource Usage Total 12.7%, via count of the first global-routing pass 1,408, FP Util 42.4%, maximum operating frequency 519 MHz, max-cap viol count 0, number of max-slew violations in the final report 0, critical register-to-register path endpoint u1.state[1]$_DFFE_PP_, sinks on the clock net 59, pin count of the biggest net entering global routing 18, root buffer cell clkbuf_8, core outline area 6060 µm², Required @ worst endpoint 3070 ps, total die size 6750 µm², clock input transition at the sequential cells of the worst setup and hold paths 60 ps, drt initial violations 52, # Cells Yosys 215, outcome completed, DRC violations left 0, leakage dissipation 0.00115 µW, via density per instance 4.67, first drt pass iteration count 4, clock tree from TritonCTS built, final tally of setup violations 0, total setup buffers inserted after CTS 0, met3 layer wire length in the routed design 163 µm, area of the synthesized netlist per yosys stat 2570 µm², Worst Path Class, Setup reg -> reg, via total after detailed routing 1,463, Syn Inst Count 215, standard cell area after detailed placement 2770 µm², worst flop-to-flop path startpoint u1.state[1]$_DFFE_PP_, Top area cell types edfxtp_1 44%, dfxtp_1 16%, xor2_1 5.5%, post-synth top area cell edfxtp_1, total negative slack 0 ps, global route total overflow 0, met2 wire length 1400 µm, Max Root-Sink Buffers 2, Met1 Routed Length 1890 µm, relative slew slack 39.2%, final period utilization 64.2%, WL/cell 11.2 µm, total clock buffers created by CTS 9, width of the die 82.2 µm, synth unique cells 48, Synth warnings 4, diode count 0, total standard cell area after synthesis 2570 µm², detailed-route wire length 3510 µm, Final Instance Area 2960 µm², type of destination of the critical path flip-flop, startpoint types flip-flop, H-tree depth 3, Final Skew 8.42 ps, worst-skew pair later-pin latency 330 ps, setup repair after global routing missed its margin no, tally of buffers added on design ports 13, post-route ant nets 0, hold-fix buffers at CTS 0, proportion of layout cells with a drive suffix above 1 9.24%, weighted congestion reported at the end of routability-driven placement 0.767, count of instances resized after the clock tree is built 0, IO Pins 16, time the final worst path needs with I/O delays and setup 1930 ps, mean cell area of the mapped netlist 12.0 µm²
sequential cells by signal, summed over array words and instances (netlist names):
name,cells
u0.state,4
u1.Baud8GeneratorAcc,14
u1.RxD_bit_inv,1
u1.RxD_data,8
u1.state,4
u1.RxD_sync_inv,2
u1.RxD_cnt_inv,2
TxD_data,1
u1.RxD_data_ready,1
u1.bit_spacing,4
u0.TxD,1
u0.BaudGeneratorAcc,17
worst max path at each step:
stage                                    to  slack (ps)  cells past startpoint
4_1_cts   u0.BaudGeneratorAcc[12]$_DFFE_PP_        1070                      6
5_1_grt   u0.BaudGeneratorAcc[12]$_DFFE_PP_         970                      6
6_report              u1.state[1]$_DFFE_PP_        1070                      3
synthesized netlist by cell type (2+ instances only):
cell / count
ha_1: 6
a21o_1: 2
nor3_1: 4
nand2b_1: 3
o211a_1: 3
a21oi_1: 6
xnor2_1: 15
and3_1: 2
or3_1: 2
a21boi_0: 2
xor2_1: 16
nand2_1: 22
nor2_1: 15
edfxtp_1: 38
dfxtp_1: 20
nand3_1: 2
nor2b_1: 2
o21ai_0: 5
clkbuf_1: 5
and2_1: 3
inv_1: 14
nor4_1: 2
worst max-delay path, stage by stage, from the launching register on:
cell      delay [ps]
edfxtp_1         490
nor4_1           830
nand2_1          130
o211a_1          230
per-stage QoR:
step           worst slack [ps]  power (µW)
5_1_grt                     969        2260
4_1_cts                    1070        2160
3_3_place_gp               1110        1460
2_1_floorplan              1210        1400
6_report                   1070        2130
3_5_place_dp               1080        1470
cell type report:
| cell class | instances | area [µm²] |
|---|---|---|
| Clock inverter | 1 | 5.00 |
| Fill cell | 540 | 3100 |
| Inverter | 14 | 52.6 |
| Clock buffer | 15 | 188 |
| Sequential cell | 59 | 1570 |
| Timing Repair Buffer | 13 | 130 |
| Multi-Input combinational cell | 136 | 926 |
| Tap cell | 75 | 93.8 |
cells in the final DEF, fill, tap and decap left out, types with 2 or more instances in the layout:
cell | synthesis | final
a21boi_0 | 2 | 2
nand2_1 | 22 | 22
xor2_1 | 16 | 16
a21oi_1 | 6 | 6
nor2b_1 | 2 | 2
nand3_1 | 2 | 2
nor4_1 | 2 | 2
or3_1 | 2 | 2
and2_1 | 3 | 3
ha_1 | 6 | 6
nand2b_1 | 3 | 3
o211a_1 | 3 | 3
nor3_1 | 4 | 4
clkdlybuf4s50_1 | 0 | 13
clkbuf_1 | 5 | 3
and3_1 | 2 | 2
o21ai_0 | 5 | 5
edfxtp_1 | 38 | 38
nor2_1 | 15 | 15
clkbuf_8 | 0 | 11
inv_1 | 14 | 14
a21o_1 | 2 | 2
xnor2_1 | 15 | 15
dfxtp_1 | 20 | 20
metal layers:
| metal | GRT usage, % | vias to the layer above |
|---|---|---|
| met3 | 4.24 | 5 |
| met1 | 21.0 | 654 |
| met2 | 17.9 | 23 |
| li1 | - | 781 |
| met5 | 0 | - |
| met4 | 1.75 | 0 |
kinds of logic (layout without fill, tap and decap cells):
family	Yosys count	in the layout	synth area share (%)
flip-flops	59	59	60.9
other	1	1	0.146
buffers and inverters	20	43	3.07
AND/OR/NAND/NOR	69	69	14.1
XOR/XNOR	31	31	10.6
AND-OR/OR-AND	28	28	7.88
multiplexers	1	1	0.438
adder cells (fa/ha/maj)	6	6	2.92
power by group:
group | total (µW) | internal (µW) | switching, µW
sequential | 1150 | 1040 | 111
combinational | 306 | 160 | 147
clock | 678 | 395 | 283
Power figures rest on the tool's default switching activity, not on a simulated workload.
